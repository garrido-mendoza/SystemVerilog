==> ./design.v <==
`timescale 1ns / 1ps
module UART_FIFO_Top #(
    parameter DATA_WIDTH = 8,    
    parameter FIFO_DEPTH = 16,   
    parameter ADDR_WIDTH = 4     
)(
    input clk,
    input rst,
    input en,               
    input push_in,          
    input pop_in,           
    input [DATA_WIDTH-1:0] din,        
    input [3:0] threshold,  
    output [DATA_WIDTH-1:0] dout,      
    output empty,           
    output full,            
    output overrun,         
    output underrun,        
    output thr_trigger      
);
reg [DATA_WIDTH-1:0] mem [0:FIFO_DEPTH-1];      
reg [ADDR_WIDTH-1:0] waddr = 0;    
reg empty_t;     
reg full_t;      
reg underrun_t;
reg overrun_t;
reg thr_t;
logic push;  
logic pop;   
always @(posedge clk, posedge rst) begin
    if (rst) begin
        empty_t <= 1'b1;     
    end else begin
        case ({push, pop})  
            2'b01: empty_t <= (~|(waddr) |~(en));   
            2'b10: empty_t <= 1'b0;  
            default: ;
        endcase
    end
end
always @(posedge clk, posedge rst) begin
    if (rst) begin
        full_t <= 1'b0;  
    end else begin
        case ({push, pop})  
            2'b10: full_t <= (&(waddr) |~(en)); 
            2'b01: full_t <= 1'b0;
            default: ;
        endcase
    end    
end
assign push = push_in & ~full_t;     
assign pop = pop_in & ~empty_t;      
assign dout = mem[0];
always @(posedge clk, posedge rst) begin
    if (rst) begin
        waddr <= 4'h0;
    end else begin
        case ({push, pop})
            2'b10: begin
                if (waddr != FIFO_DEPTH-1 && full_t == 1'b0)        
                    waddr <= waddr + 1;                 
                else
                    waddr <= waddr;
            end
            2'b01: begin
                if (waddr != 4'h0 && empty_t == 1'b0)
                    waddr <= waddr - 1;
                else
                    waddr <= waddr;
            end
            default: ;
        endcase
    end
end
always @(posedge clk, posedge rst) begin
    if (rst) begin
        for (int i = 0; i < FIFO_DEPTH; i++)
            mem[i] <= {DATA_WIDTH{1'b0}};
    end else begin
        case ({push, pop})
            2'b00: ;
            2'b01: begin    
                for (int i = 0; i < FIFO_DEPTH-2; i++) begin
                    mem[i] <= mem[i+1];
                end
                mem[FIFO_DEPTH-1] <= {DATA_WIDTH{1'b0}};
            end
            2'b10: begin
                mem[waddr] <= din;
            end
            2'b11: begin
                for (int i = 0; i < FIFO_DEPTH-2; i++) begin
                    mem[i] <= mem[i+1];
                end
                mem[FIFO_DEPTH-1] <= {DATA_WIDTH{1'b0}};
                mem[waddr - 1] <= din;
            end
        endcase
    end
end
always @(posedge clk, posedge rst) begin
    if (rst)
        underrun_t <= 1'b0;
    else if (pop_in == 1'b1 && empty_t == 1'b1)
        underrun_t <= 1'b1;
    else
        underrun_t <= 1'b0;
end
always @(posedge clk, posedge rst) begin
    if (rst)
        overrun_t <= 1'b0;
    else if (push_in == 1'b1 && full_t == 1'b1)
        overrun_t <= 1'b1;
    else
        overrun_t <= 1'b0;
end
always @(posedge clk, posedge rst) begin
    if (rst) begin
        thr_t <= 1'b0;
    end else if (push ^ pop) begin   
        thr_t <= (waddr >= threshold) ? 1'b1 : 1'b0;     
    end            
end
assign empty = empty_t;
assign full = full_t;
assign overrun = overrun_t;
assign underrun = underrun_t;
assign thr_trigger = thr_t;
endmodule
==> ./run.sh <==
#!/bin/bash
# OpenROAD 26Q1-2900-gdf79404cd8, Yosys 0.63+post, stock flow scripts
make -C /OpenROAD-flow-scripts/flow DESIGN_CONFIG=/design/flow/config.mk WORK_HOME=/design/flow/orfs finish
==> ./config.mk <==
export PLATFORM = sky130hd
export DESIGN_NAME = UART_FIFO_Top
export DESIGN_NICKNAME = UART_FIFO_Top
export VERILOG_FILES = /design/flow/design.v
export SDC_FILE = /design/flow/constraint.sdc
export NUM_CORES = 4
export LEC_CHECK = 1
export CORE_UTILIZATION = 50
==> ./constraint.sdc <==
current_design UART_FIFO_Top

set clk_period 10.6
set clk_io_pct 0.2

create_clock -name clk0 -period $clk_period [get_ports {clk}]

set non_clock_inputs [all_inputs -no_clocks]
set_input_delay [expr $clk_period * $clk_io_pct] -clock clk0 $non_clock_inputs
set_output_delay [expr $clk_period * $clk_io_pct] -clock clk0 [all_outputs]
==> notes.md <==
Figures from the implementation reports.

- After detailed routing, the average wire length per cell comes to roughly 29 um.
- Note that the worst hold path type here is reg -> reg.
- Of the synthesized area, sequential elements account for 0.364.
- The number of global-route vias before repair is between 8000 and 9000.
- For this block, the routed nets add up to roughly 37000 um of wire.
- The total area of multi-input combinational cells reads 0.00515 mm2.
- Warnings raised by the tools during the run amount to 35.
- TritonCTS built the clock tree.
- The DRC violation count after routing reads 0.
- The final tally of max-slew violations is 0.
- The clock period could shrink to approximately 6.3 ns.
- The post-route fraction of the period consumed by the critical path is 0.598.
- Setup repair after global routing left no endpoint under its margin.
- The starting utilization of the core area reads 0.513.
- The floorplan step set the die height to approximately 140 um.
- The post-synth tally of flip-flops with integrated enable is 0.
- Ranked by total cell area, the synthesized netlist is headed by dfrtp_1 36%, nand2_1 6.6%, o32ai_1 6.5%.
- Averaged over all synthesized cells, the footprint is 8.43 um2.
- The total number of H-tree levels is 4.
- The end-of-flow timing check tallies setup violations at 0.
- The synthesized netlist handed to floorplanning was reported with a cell count of between 1000 and 1500.
- Timing would allow up to between 150 and 200 MHz.
- In the routed layout, each cell is associated on average with a via count of roughly 7.4.
- The count of antenna-violating nets left after detailed routing is 0.
- The first-pass GRT wire length reads around 56000 um.
- The relative slew slack reads 0.242.
- The floorplan die area reads ~0.018 mm2.
- The area fraction of the largest cell type after synthesis is 0.361.
- The TritonCTS buffer count is 17.
- The cell at the slowest stage of the critical path reads ha_1.
- The classification of the worst setup path reads in -> reg.
- The data required time reported for the critical path is roughly 11 ns.
- Hold timing on the final database bottoms out at a slack of around 0.48 ns.
- The arrival time of data at the worst endpoint is listed as ~6.7 ns.
- The critical path launch point type is a primary input.
- Per the synthesis report, the dominant area consumer among library cells is dfrtp_1.
- The post-CTS resize count reads 0.
- For the pin with the worst max-slew slack, the measured transition is between 1 and 1.5 ns.
- The congestion estimate from routability-driven global placement came to 0.998.
- After routing, the total negative slack on setup checks comes to 0 ns.
- The flow ran to the end, and the final reports show no timing, DRC or antenna violations.
- The maximum VDD drop is around 0.00017 V.
- The final hold violation count reads 0.
- The total cell area reported by yosys after synthesis is 0.00887 mm2.
- The post-layout instance count excluding filler cells is between 1000 and 1500.
- The estimated wirelength of the detail-placed design reads 23100 um.
- The floorplan core area reads about 0.017 mm2.
- The summed area of non-filler cells in the final layout reads ~0.0099 mm2.
- The post-layout utilization of the core reads 0.572.
- The number of rows created at floorplan reads around 48.
- In the final layout, the fill cell count is about 1500.
- The global-route total usage across every layer reads 0.436.
- The total vias in the final route is 9509.
- Dividing total power by cell area gives a power density of 336 mW/mm2.
- According to the report, the first pass of detailed routing completed in 8 iterations.
- The tally of yosys warning messages reads 2.
- The layout-stage area growth over the synthesis result reads 11.5%.
- The distinct cell type count of the synthesized netlist reads ~70.
- The clock transition time at the flip-flop clock pins of the worst setup and hold paths reads ~0.060 ns.
- For this design, the CTS-stage hold fixing added 0 buffers.
- Listed in order, past its start point the critical path passes clkdlybuf4s50_1, nand2b_1, inv_2, buf_4, ha_1, or3b_1, or2_0, o21ai_0, a2111oi_0, a22o_1.
- The biggest fanout along the worst timing path reads 33.
- 30 I/O pins were placed.
- The CTS log lists the clock sinks for this run as about 130.
- The count of max-cap constraint violations reads 0.
- After synthesis the cells add up to 0.00887 mm2.
- Per the OpenROAD floorplan log, the width of the die is ~140 um.
- Of the cells placed in the final design, the portion with a size suffix greater than 1 is 0.0901.
- Including well taps, the total number of placed cells is 1248.
- The layout report lists the combined flip-flop and latch area as about 0.0032 mm2.
- The worst-case setup slack after placement is about 4.1 ns.
- The clock latency on the worst-skew pair reads approximately 0.43 ns.
- The cell area reported after detailed placement reads 0.00925 mm2.
- The count of input and output buffers is 29.
- The maximum buffer depth of the clock tree reads 2.
- After synthesis the netlist holds a flip-flop and latch count of 129.
- Among all stages on the critical path, the maximum delay recorded is 0.74 ns.
- The total congestion overflow after global routing is 0.
- The leakage component of the power is 3.80 nW.
- The final worst clock skew reads between 0.008 and 0.009 ns.
- The count of buffers added by post-CTS timing repair for setup reads 0.
- The critical path in the final layout is reported with a setup slack of ~4.3 ns.
- The overall power consumption reads ~3.3 mW.
- The initial antenna violation count is 1.
- The number of DRC markers in iteration 0 reads 1300.
- The total cells reported by yosys after synthesis reads 1052.
- The largest net degree at the start of global routing reads around 80.
- The proportion of register bits with asynchronous set or reset after synthesis reads 1.00.
- The element type at the critical path end reads a register.
- In this run the clock root is driven by a clkbuf_16.
- The most instantiated flip-flop cell in the synthesis netlist is dfrtp_1.
## layout by cell type (no fill, tap or decap), drive strengths merged, types with 10 or more instances in the layout
| master | instances |
|---|---|
| clkdlybuf4s50 | 29 |
| buf | 30 |
| inv | 19 |
| dfrtp | 128 |
| o211ai | 26 |
| o21a | 21 |
| o21ai | 95 |
| o32a | 15 |
| or2 | 10 |
| a2bb2oi | 14 |
| nor3 | 41 |
| o2111ai | 49 |
| nand2 | 157 |
| nor2 | 70 |
| and2 | 20 |
| ha | 15 |
| a21oi | 52 |
| nor2b | 14 |
| nand4 | 10 |
| nand3 | 15 |
| a21o | 10 |
| or3 | 18 |
| o32ai | 66 |
| clkbuf | 19 |
## synthesized netlist by cell type, types with 20 or more instances
cell type	number
buf_2	40
clkbuf_1	37
o32ai_1	66
o211ai_1	26
dfrtp_1	128
o21a_1	21
and2_1	20
nor2_1	69
o21ai_0	69
nor3_1	38
a21oi_1	50
o21ai_1	22
nand2_1	157
o2111ai_1	49
## logic make-up (layout without fill, tap and decap cells)
family,after synthesis,in the layout,synth area share
other,0,1,0
buffers and inverters,106,108,0.0548
and+or+nand+nor,375,375,0.198
AOI/OAI and AO/OA,420,420,0.355
xor gates and xnor gates,4,4,0.00395
muxes,3,3,0.00367
adders and majority gates,15,15,0.0212
DFF,129,129,0.364
## cell type report
cell class,instances,area share
antenna,1,0.000253
clock inverter,12,0.0185
multi-input combinational,817,0.521
inverter,18,0.00734
sequential,129,0.327
timing repair buffer,59,0.0521
clock buffer,19,0.0458
tap,225,0.0285
## worst max-delay path, delay by kind of cell
family / cells / cell delay [ns]
and+or+nand+nor: 3 / 1.53
adders and majority gates: 1 / 0.74
buffers and inverters: 3 / 1.56
AOI/OAI and AO/OA: 3 / 0.72
## routing by layer
metal | up-vias | track usage | share of wire
met5 | - | 0 | 0.0012
met3 | 207 | 0.209 | 0.15
li1 | 4030 | - | -
met2 | 830 | 0.567 | 0.39
met1 | 4440 | 0.589 | 0.37
met4 | 2 | 0.273 | 0.088
## worst paths after layout
check / startpoint / end / slack [ns] / cells past startpoint
max: push_in / mem[2][0] / 4.27 / 10
min: mem[0][4] / mem[0][4] / 0.48 / 2
max reg2reg: full_t / mem[2][0] / 6.01 / 9
min reg2reg: mem[0][4] / mem[0][4] / 0.48 / 2
max in group asynchronous: rst / mem[14][5] / 7.16 / 3
min in group asynchronous: rst / mem[1][6] / 2.22 / 2
## registers in the layout (all words and copies together), names as in the netlist
name,flops
waddr,4
underrun_t,1
full_t,1
mem,120
empty_t,1
overrun_t,1
thr_t,1
## report_power, final
part           switching (mW)  internal, mW  total, mW
Combinational            1.20         0.619       1.82
Sequential              0.176         0.685      0.861
Clock                   0.236         0.406      0.642
No activity file was given, so power comes from the tool's default toggle rates.
